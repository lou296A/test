$ cat design/flow/design.v
module main (
	clk,
	v_JMP_11_out0,
	v_JMIN_15_out0,
	v_STALL_DUAL_CORE_30_out0,
	v_JEQZ_41_out0,
	v_JMI_43_out0,
	v_STORE_WEN_48_out0,
	v_JUMPADRESS_55_out0,
	v_EXEC1_57_out0,
	v_WEN_RAM_59_out0,
	v_JEQ_63_out0,
	v_STP_67_out0,
	v_BYTE_READY_70_out0,
	v_PC_COUNTER_NEXT_58_out0,
	v_REGISTER_7_out0);
input clk;
input  [11:0] v_JUMPADRESS_55_out0;
input v_BYTE_READY_70_out0;
input v_EXEC1_57_out0;
input v_JEQZ_41_out0;
input v_JEQ_63_out0;
input v_JMIN_15_out0;
input v_JMI_43_out0;
input v_JMP_11_out0;
input v_STALL_DUAL_CORE_30_out0;
input v_STORE_WEN_48_out0;
input v_STP_67_out0;
input v_WEN_RAM_59_out0;
output  [11:0] v_PC_COUNTER_NEXT_58_out0;
output  [11:0] v_REGISTER_7_out0;
reg  [11:0] v_REG1_10_out0 = 12'h0;
reg v_FF1_0_out0 = 1'b0;
wire  [10:0] v_C_17_out0;
wire  [10:0] v__50_out0;
wire  [11:0] v_A1_56_out0;
wire  [11:0] v_ADDER_IN_77_out0;
wire  [11:0] v_A_75_out0;
wire  [11:0] v_C1_28_out0;
wire  [11:0] v_JUMPADRESS_51_out0;
wire  [11:0] v_MUX1_73_out0;
wire  [11:0] v_MUX3_65_out0;
wire  [11:0] v_MUX4_35_out0;
wire  [11:0] v_MUX5_76_out0;
wire  [11:0] v__66_out0;
wire  [11:0] v__74_out0;
wire  [1:0] v__16_out0;
wire  [2:0] v__26_out0;
wire  [3:0] v__40_out0;
wire  [4:0] v__54_out0;
wire  [5:0] v__4_out0;
wire  [6:0] v__3_out0;
wire  [7:0] v__62_out0;
wire  [8:0] v__37_out0;
wire  [9:0] v__33_out0;
wire v_A1_56_out1;
wire v_BYTE_READY_38_out0;
wire v_COUT_2_out0;
wire v_EXEC1_72_out0;
wire v_G10_32_out0;
wire v_G11_29_out0;
wire v_G11_82_out0;
wire v_G12_49_out0;
wire v_G14_14_out0;
wire v_G15_18_out0;
wire v_G19_64_out0;
wire v_G1_68_out0;
wire v_G20_12_out0;
wire v_G21_34_out0;
wire v_G22_20_out0;
wire v_G2_44_out0;
wire v_G2_84_out0;
wire v_G3_31_out0;
wire v_G3_46_out0;
wire v_G4_53_out0;
wire v_G4_80_out0;
wire v_G5_69_out0;
wire v_G5_8_out0;
wire v_G6_27_out0;
wire v_G7_52_out0;
wire v_G8_22_out0;
wire v_G9_25_out0;
wire v_JUMP_23_out0;
wire v_STP_78_out0;
wire v_SUB_39_out0;
wire v__19_out0;
wire v__1_out0;
wire v__21_out0;
wire v__24_out0;
wire v__42_out0;
wire v__45_out0;
wire v__5_out0;
wire v__6_out0;
wire v__79_out0;
wire v__81_out0;
wire v__83_out0;
wire v__9_out0;
always @(posedge clk) v_FF1_0_out0 <= v_BYTE_READY_38_out0;
always @(posedge clk) v_REG1_10_out0 <= v_G19_64_out0 ? v_MUX4_35_out0 : v_REG1_10_out0;
assign v_C1_28_out0 = 12'h7f4;
assign v_C_17_out0 = 11'h0;
assign v_G21_34_out0 = ! v_WEN_RAM_59_out0;
assign v_BYTE_READY_38_out0 = v_BYTE_READY_70_out0;
assign v_JUMPADRESS_51_out0 = v_JUMPADRESS_55_out0;
assign v_G4_53_out0 = v_JEQZ_41_out0 && v_JEQ_63_out0;
assign v__66_out0 = { v_STALL_DUAL_CORE_30_out0,v_C_17_out0 };
assign v_G5_69_out0 = v_JMIN_15_out0 && v_JMI_43_out0;
assign v_EXEC1_72_out0 = v_EXEC1_57_out0;
assign v_STP_78_out0 = v_STP_67_out0;
assign v_G20_12_out0 = v_EXEC1_72_out0 && v_G21_34_out0;
assign v_G15_18_out0 = !(v_EXEC1_72_out0 || v_FF1_0_out0);
assign v_G19_64_out0 = ! v_STP_78_out0;
assign v_A_75_out0 = v__66_out0;
assign v_G2_84_out0 = v_JMP_11_out0 || v_G5_69_out0;
assign v__1_out0 = v_A_75_out0[10:10];
assign v__5_out0 = v_A_75_out0[7:7];
assign v__6_out0 = v_A_75_out0[3:3];
assign v__9_out0 = v_A_75_out0[2:2];
assign v__19_out0 = v_A_75_out0[11:11];
assign v__21_out0 = v_A_75_out0[5:5];
assign v__24_out0 = v_A_75_out0[8:8];
assign v__42_out0 = v_A_75_out0[1:1];
assign v__45_out0 = v_A_75_out0[4:4];
assign v_G3_46_out0 = v_G2_84_out0 || v_G4_53_out0;
assign v__79_out0 = v_A_75_out0[9:9];
assign v__81_out0 = v_A_75_out0[6:6];
assign v_G11_82_out0 = v_G20_12_out0 || v_STP_78_out0;
assign v__83_out0 = v_A_75_out0[0:0];
assign v_G22_20_out0 = v_G11_82_out0 && v_STALL_DUAL_CORE_30_out0;
assign v_JUMP_23_out0 = v_G3_46_out0;
assign v_G14_14_out0 = v_G15_18_out0 && v_JUMP_23_out0;
assign v_SUB_39_out0 = v_G22_20_out0;
assign v_G5_8_out0 = ((v__45_out0 && !v_SUB_39_out0) || (!v__45_out0) && v_SUB_39_out0);
assign v_G8_22_out0 = ((v__5_out0 && !v_SUB_39_out0) || (!v__5_out0) && v_SUB_39_out0);
assign v_G9_25_out0 = ((v__24_out0 && !v_SUB_39_out0) || (!v__24_out0) && v_SUB_39_out0);
assign v_G6_27_out0 = ((v__21_out0 && !v_SUB_39_out0) || (!v__21_out0) && v_SUB_39_out0);
assign v_G11_29_out0 = ((v__1_out0 && !v_SUB_39_out0) || (!v__1_out0) && v_SUB_39_out0);
assign v_G3_31_out0 = ((v__9_out0 && !v_SUB_39_out0) || (!v__9_out0) && v_SUB_39_out0);
assign v_G10_32_out0 = ((v__79_out0 && !v_SUB_39_out0) || (!v__79_out0) && v_SUB_39_out0);
assign v_G2_44_out0 = ((v__42_out0 && !v_SUB_39_out0) || (!v__42_out0) && v_SUB_39_out0);
assign v_G12_49_out0 = ((v__19_out0 && !v_SUB_39_out0) || (!v__19_out0) && v_SUB_39_out0);
assign v_G7_52_out0 = ((v__81_out0 && !v_SUB_39_out0) || (!v__81_out0) && v_SUB_39_out0);
assign v_G1_68_out0 = ((v__83_out0 && !v_SUB_39_out0) || (!v__83_out0) && v_SUB_39_out0);
assign v_MUX1_73_out0 = v_G14_14_out0 ? v_JUMPADRESS_51_out0 : v_REG1_10_out0;
assign v_G4_80_out0 = ((v__6_out0 && !v_SUB_39_out0) || (!v__6_out0) && v_SUB_39_out0);
assign v__16_out0 = { v_G1_68_out0,v_G2_44_out0 };
assign v__26_out0 = { v__16_out0,v_G3_31_out0 };
assign v__40_out0 = { v__26_out0,v_G4_80_out0 };
assign v__54_out0 = { v__40_out0,v_G5_8_out0 };
assign v__4_out0 = { v__54_out0,v_G6_27_out0 };
assign v__3_out0 = { v__4_out0,v_G7_52_out0 };
assign v__62_out0 = { v__3_out0,v_G8_22_out0 };
assign v__37_out0 = { v__62_out0,v_G9_25_out0 };
assign v__33_out0 = { v__37_out0,v_G10_32_out0 };
assign v__50_out0 = { v__33_out0,v_G11_29_out0 };
assign v__74_out0 = { v__50_out0,v_G12_49_out0 };
assign v_ADDER_IN_77_out0 = v__74_out0;
assign {v_A1_56_out1,v_A1_56_out0 } = v_MUX1_73_out0 + v_ADDER_IN_77_out0 + v_G22_20_out0;
assign v_COUT_2_out0 = v_A1_56_out1;
assign v_MUX3_65_out0 = v_STP_78_out0 ? v_A1_56_out0 : v_MUX1_73_out0;
assign v_MUX5_76_out0 = v_STORE_WEN_48_out0 ? v_REG1_10_out0 : v_A1_56_out0;
assign v_MUX4_35_out0 = v_BYTE_READY_38_out0 ? v_C1_28_out0 : v_MUX5_76_out0;
assign v_PC_COUNTER_NEXT_58_out0 = v_MUX3_65_out0;
assign v_REGISTER_7_out0 = v_MUX4_35_out0;
endmodule
$ cat design/flow/run.sh
#!/bin/bash
# OpenROAD 26Q1-2900-gdf79404cd8, Yosys 0.63+post, stock flow scripts
make -C /OpenROAD-flow-scripts/flow DESIGN_CONFIG=/design/flow/config.mk WORK_HOME=/design/flow/orfs finish
$ cat design/flow/config.mk
export PLATFORM = sky130hd
export DESIGN_NAME = main
export DESIGN_NICKNAME = main
export VERILOG_FILES = /design/flow/design.v
export SDC_FILE = /design/flow/constraint.sdc
export NUM_CORES = 4
export LEC_CHECK = 1
export CORE_AREA = 10 10 105 105
export DIE_AREA = 0 0 115 115
$ cat design/flow/constraint.sdc
current_design main

set clk_period 8.9
set clk_io_pct 0.2

create_clock -name clk0 -period $clk_period [get_ports {clk}]

set non_clock_inputs [all_inputs -no_clocks]
set_input_delay [expr $clk_period * $clk_io_pct] -clock clk0 $non_clock_inputs
set_output_delay [expr $clk_period * $clk_io_pct] -clock clk0 [all_outputs]
==> commit_impl_results.txt <==
Update PnR metrics after Yosys + OpenROAD run

- Status: finished, final reports clean
- In this run, distinct cell masters in the synthesized netlist total 38.
- Area taken by flip-flops and latches: ~380 um2
- Hold/Removal Path Class: flip-flop to flip-flop
- Total power per unit cell area: around 130 mW/mm2
- The root buffer cell chosen for the clock tree is sky130_fd_sc_hd__clkbuf_8.
- Via count of the routed design: 1287
- The commonest register cell is sky130_fd_sc_hd__edfxtp_1.
- Minimum clock period after layout: approximately 7.8 ns
- Per the CTS log, the buffer count on the longest clock path is 2.
* GRT Residual Overflow: 0
* Total number of warnings across the stage logs: 26
- The report puts the hold buffer count at CTS at 0.
- Endpoint of the most critical register-to-register path: v_REG1_10_out0[10]
* Placed wire-length estimate after detailed placement: 3580 um
* Post-route fraction of the period consumed by the critical path: 0.871
* Total iterations of the first detailed-routing run: 4
- Syn Inst Count: 155
- Sink of the worst hold path: v_REG1_10_out0[4]
* Yosys stat area: 0.00138 mm2
- Wire length reported by the detailed router: approximately 4400 um
* Setup repair after global routing missed its margin: no
* Worst-case headroom to the max-slew limit: 0.456
- Each instance of the synthesized netlist takes up on average between 8 and 9 um2.
- TritonCTS clock tree: done
- Adding up every negative setup slack in the final design gives 0 ns.
* Number of routed nets with antenna violations: 0
* Initial DRC count: between 50 and 60
* Top cell type by total area after synthesis: sky130_fd_sc_hd__edfxtp_1
* Initial antenna violation count: 0
* Fmax: around 0.13 GHz
- Number of flip-flops and latches in the synthesized netlist: 13
- The worst setup path is launched from a primary input.
* Global-route usage over all layers: 0.0623
- First-pass GRT wire length: between 6000 and 7000 um
- Reg-to-reg critical path startpoint: v_FF1_0_out0
- Measured along the y axis, the die boundary spans 115 um.
- Synth-to-layout area growth: 47.1%
- Worst setup path startpoint: v_STP_67_out0
- Number of clock sinks: 13
* Commonest cells in the netlist: 22 x sky130_fd_sc_hd__a21oi_1, 17 x sky130_fd_sc_hd__nor2_1, 12 x sky130_fd_sc_hd__edfxtp_1, 12 x sky130_fd_sc_hd__mux2_2, 12 x sky130_fd_sc_hd__nand2_1
- The transition time recorded at the tightest slew-check pin is around 0.81 ns.
* Arrival time of data at the critical path endpoint: 5.97 ns
* Antenna diode instance count: 0
- Combinational Area: around 950 um2
- Maximum level of the CTS H-tree: 1
- The setup path with the least slack is of type primary input to output port.
- Cell depth of the worst min-delay path: 1
* Area leader share: 0.261
- Per the final layout report, the fraction of cells sized above drive strength 1 comes to 0.123.
- The worst register-to-register path has a depth of 11.
- The share of the core area taken by cells at floorplan is 0.158.
- Gates resized, CTS repair: 0
* Crit. End Element: output port
- Late-Pin Clk Latency: approximately 0.24 ns
* Number of endpoints failing setup at the final stage: 0
- After synthesis, the cell types taking the most area are sky130_fd_sc_hd__edfxtp_1 26%, sky130_fd_sc_hd__ha_1 10%, sky130_fd_sc_hd__mux2_2 9.8%.
* Crit path max fanout: 18
- Number of setup buffers added after CTS: 0
- The total area inside the core boundary comes to approximately 0.0088 mm2.
* Pin count of the biggest net entering global routing: 24
- Final-layout fill cell count: roughly 950
* Summed instance area of the synthesized netlist: approximately 0.0014 mm2
* Placer's final routability congestion estimate: around 0.8
- For this run, the detailed router reports a per-instance via density of around 4.1.
- Number of input and output port buffers inserted: roughly 47
- Reg2Reg Setup Slack: around 5.3 ns
- Per the Yosys statistics, synthesis produced ~160 cells.
* Die Wd: about 120 um
- Sorting the synthesis cell report by count puts at the top sky130_fd_sc_hd__a21oi_1.
- The number of global-route vias before repair came to 1339.
* Required time at the worst-slack endpoint: slightly above 7 ns
- After synthesis, the share of flip-flops with an asynchronous set or reset is 0.
* Total I/O pin count: ~48
- The chip occupies approximately 0.013 mm2.
* Hold WS: approximately 0.6 ns
- The startpoint identified for the worst hold timing path is v_REG1_10_out0[4].
* Number of cell rows: 34
- For this sky-water flow run, the detailed-routed wirelength per cell is reported as between 10 and 15 um.
- Number of synthesis warnings: 1
- Number of buffers added by the clock tree synthesis step: 3
- Per Yosys stat, the portion of area used by sequential elements is 0.275.
* DRC: 0
- Max-capacitance violation count: 0
- The registers of the reported paths see a clock transition of approximately 0.060 ns.
* Post-route clock skew: roughly 0.0017 ns
- Static leakage: 0.000769 uW
* Maximum VDD drop: around 0.044 mV
- Counting endpoints that fail hold in the final report gives 0.
- Max-slew check failures listed in the final report amount to 0.
- Number of flops mapped to enable cells by yosys: 12
per-stage QoR:
stage | cell area (um2) | util | total power, uW | setup slack [ns] | std cells
after global placement | 1990 | 0.227 | 220 | 1.23 | 307
after CTS | 2030 | 0.232 | 276 | 1.16 | 311
after floorplan | 1380 | - | 152 | 2.10 | 155
after detailed placement | 1990 | 0.227 | 220 | 1.20 | 307
final | 2030 | 0.232 | 270 | 1.15 | 311
after global routing | 2030 | 0.232 | 292 | 0.782 | 311
power breakdown:
group / switching [uW] / leakage (uW) / internal, uW
clock network: 22.3 / 0.0000228 / 31.6
registers: 2.56 / 0.000120 / 73.5
logic: 61.3 / 0.000626 / 78.8
total: 86.2 / 0.000769 / 184
critical path, stage by stage:
cell and delay (ns):
sky130_fd_sc_hd__clkdlybuf4s50_1 0.74, sky130_fd_sc_hd__inv_1 0.14, sky130_fd_sc_hd__buf_4 0.26, sky130_fd_sc_hd__a21oi_1 0.10, sky130_fd_sc_hd__buf_4 0.20, sky130_fd_sc_hd__fa_1 0.47
sky130_fd_sc_hd__a21o_1 0.17, sky130_fd_sc_hd__a21oi_1 0.21, sky130_fd_sc_hd__o21bai_1 0.11, sky130_fd_sc_hd__a2111oi_0 0.56, sky130_fd_sc_hd__o311ai_0 0.27, sky130_fd_sc_hd__xnor2_1 0.19
sky130_fd_sc_hd__o21ai_0 0.24, sky130_fd_sc_hd__clkdlybuf4s50_1 0.52
routing by layer:
layer / GRT usage / share of wire / vias to the layer above / wire (um)
li1: - / - / 662 / -
met2: 0.106 / 0.47 / 37 / 2090
met1: 0.0780 / 0.44 / 586 / 1950
met4: 0.00660 / 0.0086 / 0 / 38
met5: 0 / 0 / - / 0
met3: 0.0200 / 0.079 / 2 / 349
layout make-up:
class	instances	area share
multi-input cells	127	0.465
repair buffers	50	0.242
flip-flops and latches	13	0.187
well taps	108	0.0665
clock buffers	4	0.0222
inverters	9	0.0166
logic make-up after synthesis:
group / after synthesis / synth area share
AND-OR/OR-AND: 47 / 0.224
AND/OR/NAND/NOR: 40 / 0.131
multiplexers: 16 / 0.138
buffers and inverters: 15 / 0.0407
flip-flops: 13 / 0.275
XOR/XNOR: 12 / 0.0760
adder cells (fa/ha/maj): 12 / 0.114
flip-flops by register name (all words and copies together), names as in the netlist:
register / flops
v_REG1_10_out0: 12
v_FF1_0_out0: 1
placed cells by master, fill, tap and decap left out, types with 2 or more instances in the layout:
master / n
sky130_fd_sc_hd__xnor2_1: 6
sky130_fd_sc_hd__a21oi_1: 22
sky130_fd_sc_hd__o21ai_2: 2
sky130_fd_sc_hd__mux2i_1: 3
sky130_fd_sc_hd__nand2b_1: 3
sky130_fd_sc_hd__buf_4: 3
sky130_fd_sc_hd__edfxtp_1: 12
sky130_fd_sc_hd__ha_1: 11
sky130_fd_sc_hd__xor2_1: 6
sky130_fd_sc_hd__o21bai_1: 2
sky130_fd_sc_hd__nand2_1: 12
sky130_fd_sc_hd__nor2_1: 17
sky130_fd_sc_hd__o31ai_1: 2
sky130_fd_sc_hd__clkbuf_8: 3
sky130_fd_sc_hd__inv_1: 9
sky130_fd_sc_hd__a211o_1: 4
sky130_fd_sc_hd__nor3_1: 2
sky130_fd_sc_hd__o21ai_0: 5
sky130_fd_sc_hd__clkdlybuf4s50_1: 47
sky130_fd_sc_hd__mux2_2: 12
how the worst max path moves through the flow:
stage	to	slack, ns	cells past startpoint
after CTS	v_REGISTER_7_out0[10]	1.16	14
after global routing	v_REGISTER_7_out0[10]	0.78	14
final	v_REGISTER_7_out0[10]	1.15	14
Power and IR drop assume default switching activity.
